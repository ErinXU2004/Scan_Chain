**./design.v**
```verilog
module ctr_reg (
    input      [15:0] ctr_wdata,    
    input             clk,
    input             rst_n,
    input             ctr_wen,
    input             ctr_ren,
    output     reg [15:0] ctr,      
    output     reg [15:0] ctr_rdata,   
    output     reg        ctr_ready    
);
    always @(posedge clk or negedge rst_n) begin
        if (!rst_n) begin
            ctr         <= 16'h0;
            ctr_rdata   <= 16'h0;
            ctr_ready    <= 0;
        end 
        else begin
            if (ctr_wen) begin
                ctr      <= ctr_wdata;
                ctr_ready <= 0;
            end 
            else begin 
                if (ctr_ren) begin
                    ctr_rdata <= ctr;
                    ctr_ready  <= 1;
                end  
                else begin
                    ctr_rdata <= 0;
                    ctr_ready  <= 0;
                end
            end
        end
    end
endmodule
```
**./run.sh**
```bash
#!/bin/bash
# OpenROAD 26Q1-2900-gdf79404cd8, Yosys 0.63+post, stock flow scripts
make -C /OpenROAD-flow-scripts/flow DESIGN_CONFIG=/design/flow/config.mk WORK_HOME=/design/flow/orfs finish
```
**./config.mk**
```make
export PLATFORM = sky130hd
export DESIGN_NAME = ctr_reg
export DESIGN_NICKNAME = ctr_reg
export VERILOG_FILES = /design/flow/design.v
export SDC_FILE = /design/flow/constraint.sdc
export NUM_CORES = 4
export LEC_CHECK = 1
export CORE_AREA = 10 10 94 94
export DIE_AREA = 0 0 104 104
```
**./constraint.sdc**
```tcl
current_design ctr_reg

set clk_period 1.0
set clk_io_pct 0.2

create_clock -name clk0 -period $clk_period [get_ports {clk}]

set non_clock_inputs [all_inputs -no_clocks]
set_input_delay [expr $clk_period * $clk_io_pct] -clock clk0 $non_clock_inputs
set_output_delay [expr $clk_period * $clk_io_pct] -clock clk0 [all_outputs]
```
==> results.py <==
# Flow results
metrics = {
    "floorplanning": {
        "core_area_um2": 6830,
        "rows": 30,
        "fp.dieW_um": 104,
        "chipArea_um2": 10800,
        "io_pins": 53,
        "fp_util_pct": 18.8,
        "die_h_um": 104,
    },
    "placement": {
        "gp_congestion": 0.719,
        "hpwlAfterDp_um": 2620,
        "place.port_buffers": 52,
        "placed_area_um2": 2090,
    },
    "final_timing": {
        "hold_ws_ns": -0.129,
        "finalCritPeriodShare_pct": 98.7,
        "post-route-min-period_ns": 0.987,
        "rsz0062_at_grt": "true",
        "fin_tns_setup_ns": 0,
        "finalMaxSlewViolations": 0,
        "worstMarginPinSlew_ns": 0.193,
        "fmax_mhz": 1010,
        "setup_viol": 0,
        "slew_headroom_pct": 87.1,
        "hold_viol_final": 33,
        "finClkSkew_ns": 0.00272,
    },
    "worst_setup_path": {
        "crit_type": "register to primary output",
        "required_ns": 0.80,
        "critPathSlowestCell": "dfrtp_1",
        "arrival_ns": 0.79,
        "slowest_delay_ns": 0.39,
        "cp_cell_sequence": "buf_2",
        "cp-end-kind": "primary output",
        "crit_path_start_kind": "register",
        "crit_buf_inv": 1,
        "crit_family": "flip-flops",
        "worst-path-max-fanout": 2,
    },
    "synthesis": {
        "most_common_cell": "dfrtp_1",
        "async_flop_share_pct": 100,
        "top_area_cell": "dfrtp_1",
        "synth_top_area_share_pct": 64.3,
        "synth.distinct_cells": 10,
        "avgSynthCellArea_um2": 12.8,
        "flop_cell": "dfrtp_1",
        "synth_cells": 100,
        "synth.area.top_cells": "dfrtp_1 (64%), mux2_4 (12%), nand2_1 (8.2%)",
        "yosys-top-cells-count": "dfrtp_1 (33), nand2_1 (28), o21ai_0 (14)",
        "netlist_area_um2": 1280,
        "yosysWarnings": 1,
        "synth-cells-yosys": 100,
        "ys_seq_share_pct": 64.3,
        "edf_count": 0,
        "ys_chip_area_um2": 1280,
        "ys_seq_elements": 33,
    },
    "outcome": {
        "status": "finished, violations left",
        "violations": "negative hold slack",
    },
    "power": {
        "leakage_nw": 1.04,
        "irDropWorstVdd_v": 0.000508,
        "power.total_mw": 3.07,
        "pwr_density_cell_nw_per_um2": 1480,
    },
    "detailed_routing": {
        "ant_nets": 0,
        "first_pass_iters": 4,
        "avgViaCountPerCell": 3.49,
        "drt_iter0_markers": 16,
        "detail_route.drc_violations": 0,
        "via_count": 985,
        "wl_um": 3430,
        "post_drt_wl_per_cell_um": 12.2,
        "num_antenna_cells": 0,
    },
    "global_routing": {
        "grt_pass1_wl_um": 5580,
        "grt_pass1_vias": 1034,
        "grt-ovfl-total": 0,
        "grt_max_degree": 34,
        "antenna_found_initial": 0,
        "grt_usage_pct": 6.29,
    },
    "clock_network": {
        "cts_sinks": 33,
        "clkSlewWorstSetupHoldPaths_ns": 0.06,
        "cts_buffers": 5,
        "cts_tree": "yes",
        "insertion_delay_ns": 0.28,
        "cts-root-buf": "clkbuf_8",
        "ctsLongestPathBuffers": 2,
        "cts-htree-levels": 2,
    },
    "layout": {
        "area_delta_synth_final_pct": 61.7,
        "drive_above_1_share_pct": 48.4,
        "n_fill_cell": 725,
        "finalInstanceArea_um2": 2080,
    },
    "worst_hold_path": {
        "hp-class": "input port to asynchronous set/reset pin",
    },
    "run": {
        "maxCapViolCount": 0,
        "warnings": 29,
    },
}
-- per-layer routing --
metal | vias to the layer above | global-route usage, % | wire length [µm] | share of wire (%)
li1 | 504 | - | - | -
met1 | 442 | 8.00 | 1530 | 45
met2 | 34 | 9.73 | 1550 | 45
met3 | 5 | 2.94 | 286 | 8.3
met4 | 0 | 0.994 | 72 | 2.1
met5 | - | 0 | 0 | 0
-- repair_timing --
action                     4_1_cts  5_1_grt
setup buffers                    9        2
gates resized                  107        2
hold endpoints to repair        33       33
setup endpoints to repair       33       32
-- cell usage in the layout, fill, tap and decap left out, types with 2 or more instances in the layout --
master           netlist  routed
buf_4                  0      29
clkinv_2               0       2
nand2_1               28      28
buf_2                  3      35
mux2_4                10      12
clkdlybuf4s50_1        0      17
a22o_1                 2       2
buf_12                 0       3
o21ai_0               14      14
dfrtp_1               33      33
mux2_2                 6       4
clkbuf_8               0       5
-- power breakdown --
group          total [mW]  internal (mW)  switching (mW)  leakage (nW)
Sequential           1.52           1.46          0.0585         0.409
Clock               0.930          0.481           0.449        0.0450
Combinational       0.614          0.412           0.203         0.583
Total                3.07           2.36           0.711          1.04
-- per-stage QoR --
stage                     setup slack, ns  utilization (%)  std cells  hold slack [ns]
after global placement             -0.148             30.6        266            0.171
after floorplan                     0.107                -        100          -0.0956
after CTS                         -0.0135             30.4        283           -0.130
final                              0.0127             30.4        282           -0.129
after detailed placement           -0.158             30.6        266            0.175
after global routing              -0.0279             30.4        282           -0.126
-- kinds of logic after synthesis --
group | share of synthesized area (%)
mux | 17.0
buf+inv | 3.22
simple gates | 8.67
compound gates | 6.82
flops | 64.3
-- path summary, 6_finish.rpt --
path	startpoint	endpoint	slack, ns	cells past startpoint
max	ctr_rdata[11]	ctr_rdata[11]	0.01	1
min	rst_n	ctr_rdata[9]	-0.13	2
max reg2reg	ctr_rdata[13]	ctr_rdata[13]	0.07	3
min reg2reg	ctr_rdata[12]	ctr_rdata[12]	0.48	2
max in group asynchronous	rst_n	ctr[9]	0.96	2
min in group clk0	ctr_wen	ctr_rdata[2]	0.36	3
-- final cells by class --
type                       instances  area, µm²  area share [%]
clock buffer                       6       72.6            3.50
tap                               96        120            5.79
timing repair buffer              84        623            30.0
multi-input combinational         61        424            20.4
clock inverter                     2       10.0           0.482
sequential                        33        826            39.8
Power figures rest on the tool's default switching activity, not on a simulated workload.
