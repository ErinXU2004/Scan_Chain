===== config.mk =====
export PLATFORM = sky130hd
export DESIGN_NAME = status_reg
export DESIGN_NICKNAME = status_reg
export VERILOG_FILES = /design/flow/design.v
export SDC_FILE = /design/flow/constraint.sdc
export NUM_CORES = 4
export LEC_CHECK = 1
export CORE_AREA = 10 10 95 95
export DIE_AREA = 0 0 105 105

===== constraint.sdc =====
current_design status_reg

set clk_period 1.0
set clk_io_pct 0.2

create_clock -name clk0 -period $clk_period [get_ports {clk}]

set non_clock_inputs [all_inputs -no_clocks]
set_input_delay [expr $clk_period * $clk_io_pct] -clock clk0 $non_clock_inputs
set_output_delay [expr $clk_period * $clk_io_pct] -clock clk0 [all_outputs]

===== design.v =====
module status_reg (
    input             clk,
    input             rst_n,
    input             core_wen, 
    input      [15:0] core_wdata, 
    output reg [15:0] stat_rdata, 
    output reg        stat_ready
); 
    logic [15:0] stat_reg; 
    always @(posedge clk or negedge rst_n) begin
        if (!rst_n) begin
            stat_reg     <= '0;
            stat_rdata   <= '0;
            stat_ready   <=  0;
        end 
        else begin
            if (core_wen) begin
                stat_reg  <= core_wdata;
            end 
            else begin 
                stat_rdata <= stat_reg; 
                stat_ready <= 1'b1; 
            end
        end
    end
endmodule

===== run.sh =====
#!/bin/bash
# OpenROAD 26Q1-2900-gdf79404cd8, Yosys 0.63+post, stock flow scripts
make -C /OpenROAD-flow-scripts/flow DESIGN_CONFIG=/design/flow/config.mk WORK_HOME=/design/flow/orfs finish

==> run summary <==
impl run done, here's what came out: status finished with violations, failing checks hold timing, Top-area cell share about 60%, initial antenna violation count 0, total grt overflow 0, Worst Skew between 6 and 7 ps, Ports 36, max-slew violations 0, yosys stat area around 1400 um^2, share of cells above drive strength 1 about three fifths, FF-to-FF Start stat_rdata[14]$_DFFE_PN0N_, Post-synth ARST share approximately 100%, n_diodes 0, Initial DRT Pass Iterations 3, pwr dens 1650 nW/um^2, flop-to-flop setup slack ~30 ps, Setup violations, final 0, Fmax around 1000 MHz, final WL 2600 um, Yosys cell types 6, Fin Setup TNS 0 ps, Fin Hold WS -129 ps, Synth Area in Simple Gates less than 1%, RR Endpoint stat_rdata[14]$_DFFE_PN0N_, DP Worst Slack -17.2 ps, yosys xor share 0%, Die Height between 100 and 150 um, Iter 0 DRT Violations 15, Worst Setup Start Kind register, Finished Layout Cells 223, CP peak stage delay 390 ps, GRT Total Usage between 4 and 5%, prevailing post-synth register cell dfrtp_1, Top logic family multiplexers, cells on worst reg2reg path 3, critical path class register to output port, CTS Buffer Depth 2, relative slew slack roughly 86%, Synth flops 33, P&R area growth vs syn 40.9%, Tightest Pin Transition 212 ps, Buf+Inv Stages, Crit Path 1, core footprint around 6900 um^2, total tool warning count 29, EDFF count, synth 0, CTS tree yes, ys cells 70, cell type with the largest total area dfrtp_1, DR WL/cell approximately 12 um, first-pass GRT wire length 4530 um, largest net degree at the start of global routing 19, setup ws final approximately 17 ps, row cnt 30, die width ~110 um, number of global-route vias before repair 863, critical path, cell by cell buf_2, RSZ-0062 raised after global routing true, Critical Path RT 800 ps, crit-path max FO 2, Critical Path Slowest Stage Cell dfrtp_1, max cap viols 0, Arr. time, crit path roughly 780 ps, CTS Buf Count 5, FP Util 19.9%, Layout fillers about 700, top-count cell post-synth dfrtp_1, PortBufs 35, DR DRC count 0, CTS clk-pin slew, worst paths approximately 70 ps, total placed cells including tap cells 207, crit end category output port, Fin. Hold Viols 33, adder share 0%, mux frac, synth between 30% and 40%, vias per cell 3.33, Post-synth seq share ~60%, DP Wirelength about 2000 um, Post-synth top cells dfrtp_1 (33), mux2_4 (29), buf_12 (3), mux2_2 (3), Detail Route Antenna Nets 0, Util after Layout between 20% and 30%, worst vdd ir 510 uV, Die Area around 11000 um^2, Leak roughly 0.92 nW, vias roughly 740, AO/OA Area Share 0%, synth warn 1, Top area cell types dfrtp_1 (60%), mux2_4 (32%), buf_12 (4.4%), clk ins delay skew pair ~270 ps, Clock Sinks 33, RePlAce Congestion between 0.7 and 0.8, Avg Synthesized Cell Area a little under 20 um^2, Cells after Synth 70, Root Driver clkbuf_8, Mapped Area around 1400 um^2, CP top delay family flip-flops, fin crit share between 90% and 100%, Tmin final just under 1000 ps, H-tree depth 2, HP Class input pin to asynchronous set/reset pin
[routing by layer]
layer  global-route usage (%)  up-vias  routed length, um
li1                         -      351                  -
met1                     7.10      356               1290
met2                     6.98       26               1100
met3                     1.80       10                171
met4                    0.784        0                 37
met5                        0        -                  0
[layout make-up]
class	count	area, um^2	area share, %
tap	96	120	6.21
sequential	33	826	42.7
timing repair buffer	54	427	22.1
clock buffer	7	86.3	4.46
multi-input combinational	33	475	24.6
[per-stage QoR]
step	instance area [um^2]	power (mW)
global route	1930	3.38
detailed placement	1860	2.26
finish	1930	3.19
CTS	1920	3.24
floorplan	1370	1.87
global placement	1860	2.24
[where the power goes]
| group | internal (mW) | leakage (nW) | switching (mW) |
|---|---|---|---|
| clock | 0.546 | 0.0443 | 0.446 |
| sequential | 1.50 | 0.383 | 0.0824 |
| combinational | 0.467 | 0.489 | 0.154 |
| total | 2.51 | 0.917 | 0.682 |
[worst max-delay path by stage]
stage	slack, ps	to	cells past startpoint	from
6_report	20	stat_rdata[1]	1	stat_rdata[1]$_DFFE_PN0N_
5_1_grt	-20	stat_rdata[3]	1	stat_rdata[3]$_DFFE_PN0N_
4_1_cts	-2	stat_rdata[1]	1	stat_rdata[1]$_DFFE_PN0N_
[repair_timing]
item,CTS,global route
endpoints found under the setup margin,17,13
setup buffers,7,4
gates resized,51,1
hold endpoints to repair,33,33
[placed cells by master (no fill, tap or decap)]
cell             synthesis  layout
dfrtp_1                 33      33
buf_12                   3       2
buf_6                    1       1
mux2_4                  29      29
nand2b_1                 1       1
clkbuf_1                 0       1
buf_2                    0      19
mux2_2                   3       3
clkbuf_8                 0       6
clkdlybuf4s50_1          0      16
buf_4                    0      16
[cells by family (layout without fill, tap and decap cells)]
group         after synthesis  count (layout)
simple gates                1               1
mux                        32              32
flops                      33              33
buf+inv                     4              61
Power and IR drop assume default switching activity.
